==> flow/run.sh <==
#!/bin/bash
# OpenROAD 26Q1-2900-gdf79404cd8, Yosys 0.63+post, stock flow scripts
make -C /OpenROAD-flow-scripts/flow DESIGN_CONFIG=/design/flow/config.mk WORK_HOME=/design/flow/orfs finish
==> flow/config.mk <==
export PLATFORM = sky130hd
export DESIGN_NAME = lab3_top
export DESIGN_NICKNAME = lab3_top
export VERILOG_FILES = /design/flow/design.v
export SDC_FILE = /design/flow/constraint.sdc
export NUM_CORES = 4
export LEC_CHECK = 1
export CORE_AREA = 10 10 89 89
export DIE_AREA = 0 0 99 99
==> flow/constraint.sdc <==
current_design lab3_top

set clk_period 1.2
set clk_io_pct 0.2

create_clock -name clk0 -period $clk_period [get_ports {KEY}]

set non_clock_inputs [all_inputs -no_clocks]
set_input_delay [expr $clk_period * $clk_io_pct] -clock clk0 $non_clock_inputs
set_output_delay [expr $clk_period * $clk_io_pct] -clock clk0 [all_outputs]
==> flow/design.v <==
module lab3_top(SW,KEY,HEX0,HEX1,HEX2,HEX3,HEX4,HEX5,LEDR);
	input [3:0] SW;
	input [3:0] KEY;
	output reg [6:0] HEX0, HEX1, HEX2, HEX3, HEX4, HEX5;
	output reg [9:0] LEDR;    
	wire clk = ~KEY[0];   
	wire rst_n = ~KEY[3];  
	reg[3:0] present_state;  
	reg is_open;
	reg is_closed;
	always @(posedge clk) begin
		if(rst_n) begin
			present_state = 4'b0000; 
			is_open = 1'b0;
			is_closed = 1'b0;
		end else begin 
			case(present_state)
				4'b0000: begin
					if(SW == 4'b0110)
						present_state = 4'b0001;
					else
						present_state = 4'b0111; end
				4'b0001: begin
					if(SW == 4'd1)
						present_state = 4'b0010;
					else
						present_state = 4'b1000; end
				4'b0010: begin 
					if(SW == 4'd1)
						present_state = 4'b0011;
					else
						present_state = 4'b1001; end
				4'b0011: begin
					if(SW == 4'd3)
						present_state = 4'b0100;
					else
						present_state = 4'b1010; end
				4'b0100: begin
					if(SW == 4'd7)
						present_state = 4'b0101;
					else
						present_state = 4'b1011; end
				4'b0101: begin
					if(SW == 4'd1) begin
						present_state = 4'b0110;
						is_open = 1'b1; end
					else
						present_state = 4'b1100; end
				4'b0110: present_state = 4'b0110; 
				4'b0111: present_state = 4'b1000; 
				4'b1000: present_state = 4'b1001; 
				4'b1001: present_state = 4'b1010; 
				4'b1010: present_state = 4'b1011; 
				4'b1011: begin
					is_closed = 1'b1; 
					present_state = 4'b1100; end
				4'b1100: present_state = 4'b1100; 
				default: present_state = 4'bxxxx;		
			endcase 
		end
	end
	always_comb begin
		if(is_open == 1'b1) begin
			HEX5 = 7'b1111111;
			HEX4 = 7'b1111111;
			HEX3 = 7'b1000000;  
			HEX2 = 7'b0001100;  
			HEX1 = 7'b0000110;  
			HEX0 = 7'b0101011;  
		end else if(is_closed == 1'b1) begin
			HEX5 = 7'b1000110;  
			HEX4 = 7'b1000111;  
			HEX3 = 7'b1000000;  
			HEX2 = 7'b0010010;  
			HEX1 = 7'b0000110;  
			HEX0 = 7'b0100001;  
		end else begin
			case(SW[3:0])  
				4'd0: begin HEX0 = 7'b1000000; HEX1 = 7'b1111111; HEX2 = 7'b1111111; HEX3 = 7'b1111111; HEX4 = 7'b1111111; HEX5 = 7'b1111111; end  
				4'd1: begin HEX0 = 7'b1111001; HEX1 = 7'b1111111; HEX2 = 7'b1111111; HEX3 = 7'b1111111; HEX4 = 7'b1111111; HEX5 = 7'b1111111; end  
				4'd2: begin HEX0 = 7'b0100100; HEX1 = 7'b1111111; HEX2 = 7'b1111111; HEX3 = 7'b1111111; HEX4 = 7'b1111111; HEX5 = 7'b1111111; end  
				4'd3: begin HEX0 = 7'b0110000; HEX1 = 7'b1111111; HEX2 = 7'b1111111; HEX3 = 7'b1111111; HEX4 = 7'b1111111; HEX5 = 7'b1111111; end  
				4'd4: begin HEX0 = 7'b0011001; HEX1 = 7'b1111111; HEX2 = 7'b1111111; HEX3 = 7'b1111111; HEX4 = 7'b1111111; HEX5 = 7'b1111111; end  
				4'd5: begin HEX0 = 7'b0010010; HEX1 = 7'b1111111; HEX2 = 7'b1111111; HEX3 = 7'b1111111; HEX4 = 7'b1111111; HEX5 = 7'b1111111; end  
				4'd6: begin HEX0 = 7'b0000010; HEX1 = 7'b1111111; HEX2 = 7'b1111111; HEX3 = 7'b1111111; HEX4 = 7'b1111111; HEX5 = 7'b1111111; end  
				4'd7: begin HEX0 = 7'b1111000; HEX1 = 7'b1111111; HEX2 = 7'b1111111; HEX3 = 7'b1111111; HEX4 = 7'b1111111; HEX5 = 7'b1111111; end  
				4'd8: begin HEX0 = 7'b0000000; HEX1 = 7'b1111111; HEX2 = 7'b1111111; HEX3 = 7'b1111111; HEX4 = 7'b1111111; HEX5 = 7'b1111111; end  
				4'd9: begin HEX0 = 7'b0011000; HEX1 = 7'b1111111; HEX2 = 7'b1111111; HEX3 = 7'b1111111; HEX4 = 7'b1111111; HEX5 = 7'b1111111; end  
				default: begin		 
					HEX5 = 7'b1111111;
					HEX4 = 7'b0000110; 
					HEX3 = 7'b0101111; 
					HEX2 = 7'b0101111; 
					HEX1 = 7'b0100011; 
					HEX0 = 7'b0101111; end
			endcase
		end
	end
endmodule 
==> flow_metrics.py <==
# Flow results
metrics = {
    "yosys": {
        "ys_ff": 13,
        "yosysTopAreaCellShare_pct": 27.5,
        "top_cells_by_area": "buf_4, dfxtp_1, ha_1, and4_1, o21ai_0",
        "edf_count": 0,
        "synth.avg_cell_area_um2": 8.57,
        "yosys.area.top_type": "buf_4",
        "synth_seq_share_pct": 25.1,
        "syn_inst": 121,
        "yosysWarningCount": 11,
        "common_cells": "buf_4, dfxtp_1, inv_1",
        "synthArstFlopShare_pct": 0,
        "yosys_most_used_dff": "dfxtp_1",
        "ys_cells": 121,
        "yosysChipArea_um2": 1040,
        "synth.most_common_cell": "buf_4",
        "netlist_area_um2": 1040,
        "ys_types": 31,
    },
    "cells_and_area": {
        "num-fill-cells": 561,
        "stdcell_area_um2": 2040,
        "areaGrowthSynthToFinish_pct": 96.5,
        "final-comb-area_um2": 588,
        "drive_gt1_share_pct": 59.3,
        "fin_util_pct": 34.0,
        "flop_area_um2": 268,
        "layout.cells.non_filler": 284,
    },
    "critical_path": {
        "arrival_ps": 1870,
        "crit_path_end_kind": "primary output",
        "regToRegStartpoint": "is_open",
        "r2r_setup_slack_ps": 0,
        "startpoint_type": "flop",
        "cp.required_ps": 960,
        "critPathKind": "reg2out",
        "r2r_end": "is_open",
        "ff2ff_path_depth": 7,
        "crit_fanout": 6,
    },
    "die": {
        "dieArea_um2": 9800,
        "ioPinCount": 60,
        "rows": 28,
        "initCoreUtil_pct": 17.3,
        "die_w_um": 99,
        "die_y_um": 99,
        "fp.coreArea_um2": 5990,
    },
    "hold_path": {
        "hold_class": "clk2reg",
        "hp-start": "KEY[3]",
        "holdPathStages": 4,
        "min_to": "present_state[5]",
    },
    "grt": {
        "globalRouteTotalUtil_pct": 6.95,
        "grt_start_max_net_pins": 10,
        "grt_pass1_vias": 1291,
        "grt_remaining_overflow": 0,
        "grt_antenna_before_repair": 0,
        "grt_pass1_wl_um": 5700,
    },
    "clock_tree": {
        "cts.clk_slew.worst_paths_ps": 30,
        "cts.sinks": 13,
        "clk_latency_ps": 300,
        "cts_tree": "built",
    },
    "detailed_routing": {
        "detail_route.iter0.violations": 65,
        "antenna_cells_inserted": 0,
        "via_count": 1094,
        "wl_um": 3440,
        "antenna_left": 0,
        "drtPass1Iterations": 4,
        "drc": 0,
        "wl_per_cell_um": 12.1,
        "viasPerCell": 3.85,
    },
    "run": {
        "tool_warnings": 132,
        "cap_violations": 0,
    },
    "pwr": {
        "p_int_mw": 2.27,
        "swShare_pct": 27.5,
        "p_clk_share_pct": 44.4,
        "powerDensity_nw_per_um2": 1540,
        "seq_power_share_pct": 18.2,
        "peakVddDrop_v": 0.000839,
        "p_leak_nw": 1.01,
        "power.switching_mw": 0.861,
        "p_comb_share_pct": 37.4,
    },
    "timing": {
        "hold_viol_final": 0,
        "skew_ps": 12.2,
        "fin_ws_ps": -910,
        "setup_violations": 57,
        "drv_slew": 0,
        "rsz0062_at_grt": "true",
    },
    "placed_design": {
        "hpwlAfterDp_um": 2160,
        "pre_cts_slack_ps": -1120,
        "placed_cells": 229,
        "port_buffers": 40,
        "postPlaceCellArea_um2": 1530,
        "gp_congestion": 0.763,
    },
    "run_status": {
        "status": "finished, violations left",
        "violations": "negative setup slack",
    },
}
==> what timing repair did <==
| item | CTS | global route |
|---|---|---|
| pin swaps | 15 | 10 |
| hold buffers | 0 | 0 |
| setup buffers | 27 | 6 |
| endpoints found under the setup margin | 57 | 57 |
| resized | 183 | 14 |
==> cells by family (layout without fill, tap and decap cells) <==
logic type | after synthesis | after routing | share of synthesized area, %
compound gates | 24 | 24 | 17.9
fa+ha+maj | 5 | 5 | 6.03
buf+inv | 52 | 126 | 34.1
flops | 13 | 13 | 25.1
mux | 1 | 1 | 1.09
other cells | 2 | 16 | 0.724
simple gates | 24 | 24 | 15.1
==> layout make-up <==
class / count / area share [%]
timing repair buffer: 89 / 39.5
inverter: 8 / 2.95
tap: 75 / 4.60
clock inverter: 19 / 4.17
multi-input combinational: 70 / 28.9
clock buffer: 10 / 6.75
sequential: 13 / 13.1
==> cells in the final DEF, fill, tap and decap left out, drive strengths merged, types with 2 or more instances in the layout <==
cell | synthesis | final
o311ai | 2 | 2
a21oi | 3 | 3
nand2 | 4 | 4
ha | 5 | 5
o21a | 2 | 2
nor2b | 5 | 5
a31oi | 4 | 4
and4 | 5 | 5
buf | 41 | 87
o21ai | 8 | 8
dfxtp | 13 | 13
conb | 2 | 16
clkbuf | 1 | 12
nor2 | 5 | 5
inv | 10 | 26
==> routing by layer <==
metal | global-route usage, % | routed length (um) | vias up
li1 | - | - | 536
met1 | 7.49 | 1440 | 497
met3 | 6.98 | 489 | 4
met5 | 0 | 0 | -
met4 | 2.65 | 17 | 0
met2 | 8.92 | 1500 | 57
==> worst max-delay path, stage by stage (launching register included) <==
cell and delay [ps]:
dfxtp_4 360, nor2_4 200, buf_6 130, buf_6 120, buf_6 100, buf_6 70
==> per-stage QoR <==
step,TNS (ps),hold WS [ps],power [mW]
4_1_cts,-32860,102,3.32
3_3_place_gp,-43270,93.5,1.64
5_1_grt,-34720,93.9,3.59
6_report,-32290,103,3.13
3_5_place_dp,-43350,93.5,1.65
2_1_floorplan,-13790,222,1.28
==> power by group through the flow <==
| stage | logic, mW | registers [mW] | clock network [mW] |
|---|---|---|---|
| finish | 1.17 | 0.569 | 1.39 |
| global route | 1.28 | 0.576 | 1.73 |
| CTS | 1.18 | 0.569 | 1.57 |
==> worst max path at each step <==
stage             start       to  slack (ps)  depth (start not counted)
CTS             is_open  HEX0[4]        -970                          5
global route  is_closed  HEX2[5]        -980                          5
finish          is_open  HEX2[5]        -910                          5
==> state kept, by name (all words and copies together) (netlist names) <==
register	flops
is_closed	1
present_state	11
is_open	1
Power figures rest on the tool's default switching activity, not on a simulated workload.
